==> design.v <==
module register_file (
    input wire clk,             
    input wire reset,           
    input [1:0] rs1_addr,       
    input [1:0] rs2_addr,       
    input [1:0] wr_addr,        
    input [7:0] wr_data,        
    input reg_wr_en,            
    output reg [7:0] rs1_data,  
    output reg [7:0] rs2_data   
);
    reg [7:0] registers [0:3];  
    initial begin
            registers[0] = 8'b00000000;
            registers[1] = 8'b00000000;
            registers[2] = 8'b00000000;
            registers[3] = 8'b00000000;
    end
    always @(posedge clk) begin
        if(reset) begin
            registers[0] = 8'b00000000;
            registers[1] = 8'b00000000;
            registers[2] = 8'b00000000;
            registers[3] = 8'b00000000;
        end
        if (reg_wr_en) begin
            registers[wr_addr] <= wr_data;
        end
    end
    always @* begin
        case (rs1_addr)
            2'b00: rs1_data = registers[0];  
            2'b01: rs1_data = registers[1];  
            2'b10: rs1_data = registers[2];  
            2'b11: rs1_data = registers[3];  
            default: rs1_data = 8'b0;  
        endcase
        case (rs2_addr)
            2'b00: rs2_data = registers[0];  
            2'b01: rs2_data = registers[1];  
            2'b10: rs2_data = registers[2];  
            2'b11: rs2_data = registers[3];  
            default: rs2_data = 8'b0;  
        endcase
    end
endmodule
==> run.sh <==
#!/bin/bash
# OpenROAD 26Q1-2900-gdf79404cd8, Yosys 0.63+post, stock flow scripts
make -C /OpenROAD-flow-scripts/flow DESIGN_CONFIG=/design/flow/config.mk WORK_HOME=/design/flow/orfs finish
==> config.mk <==
export PLATFORM = sky130hd
export DESIGN_NAME = register_file
export DESIGN_NICKNAME = register_file
export VERILOG_FILES = /design/flow/design.v
export SDC_FILE = /design/flow/constraint.sdc
export NUM_CORES = 4
export LEC_CHECK = 1
export CORE_UTILIZATION = 30
==> constraint.sdc <==
current_design register_file

set clk_period 2.8
set clk_io_pct 0.2

create_clock -name clk0 -period $clk_period [get_ports {clk}]

set non_clock_inputs [all_inputs -no_clocks]
set_input_delay [expr $clk_period * $clk_io_pct] -clock clk0 $non_clock_inputs
set_output_delay [expr $clk_period * $clk_io_pct] -clock clk0 [all_outputs]
==> qor.txt <==
Status: finished, final reports clean
Worst VDD drop: 0.358 mV
CTS H-tree depth: 2
Cell Type Count: 11
Max incr delay on CP: 510 ps
Vias: 1001
Worst-Margin Slew: 458 ps
CTS tree: built
FMAX: 368 MHz
Adder Area Share: 0%
Post-route ant nets: 0
CP Class: input port to output port
Max Cap Viol: 0
DIE AREA: 5560 µm²
Die X-Extent: 74.6 µm
CP Capture Type: output port
Startpoint types: input port
Biggest register: registers
GRT Total Usage: 13.4%
Initial DRT Pass Iterations: 4
Crit path DAT: 2160 ps
Yosys aoi share: 1.90%
Fin. Hold Viols: 0
# DRC: 0
Most common cell on crit path: clkdlybuf4s50_1
Placed instance area: 2030 µm²
Clock Tree Buf Depth: 2
Clk root buf: clkbuf_8
Crit path max-delay family: buffers and inverters
CP cell instances: clkdlybuf4s50_1, buf_12, mux4_2, clkdlybuf4s50_1
Post-Route WL: 3220 µm
Leak Pwr: 0.724 nW
First-pass GRT wire length: 4930 µm
Min Tclk post-route: 2720 ps
Clock transition at the registers of the reported paths: 60 ps
YS chip area: 1580 µm²
Hold Crit Depth: 3
Die H: 74.6 µm
Antenna violations before repair: 0
Syn Std Cell Area: 1580 µm²
Synth Instances: 105
Post-DP HPWL: 2290 µm
OpenROAD warnings: 25
Simple Share, Synth: 10.9%
Pwr Total: 1.10 mW
Hold Startpoint: wr_data[2]
Row count: 26
# Cells Yosys: 105
DR iter-0 viols: 35
Most numerous logic cells after layout: 32 x nor2_1, 32 x clkdlybuf4s50_1, 32 x edfxtp_1, 16 x mux4_2, 9 x nand2_1
Post-DR vias/cell: 4.66
Core area: 5070 µm²
P&R area growth vs syn: 33.7%
DR WL met3: 407 µm
Max-slew headroom: 69.4%
Post-synthesis register bit count: 32
DR top layer: met4
CTS Sinks: 32
PortBufs: 32
PD cells: 520 nW/µm²
CP max-delay cell: clkdlybuf4s50_1
Post-CTS Resized: 0
RePlAce Congestion: 0.792
Mean Syn Cell Area: 15.1 µm²
Syn. warnings: 1
Grt ovf: 0
Register area share after synthesis: 60.8%
Synth logic family: multiplexers
Number of diodes: 0
Post-Layout Inst Area: 2110 µm²
CTS Buf Count: 5
Max reg flops: 32
Final setup vio count: 0
CP required: 2240 ps
Io pins: 33
Hold Path Sink: registers[0][2]$_SDFFCE_PN0P_
DR WL/cell: 15.0 µm
Met1 Wirelength: 1070 µm
XOR-XNOR Cells, Area Fraction: 0%
Hold bufs inserted after CTS: 0
CP max FO: 8
RSZ-0062 raised after global routing: false
Setup Buffers After CTS: 0
Largest regs: registers x32
Pins Over Slew Limit: 0
Vias in the first global route: 1124
Proportion of layout cells with a drive suffix above 1: 20.7%
Worst hold path class: input port to flop
Final worst-path cycle share: 97.1%
Largest net degree at the start of global routing: 10
MUX area fraction: 22.8%
Buf/Inv on CP: 3
FP Util: 31.1%
Fin Setup TNS: 0 ps
Metal2 WL: 1720 µm
## layout make-up
cell class	instances	area (µm²)
Inverter	1	3.75
Clock buffer	7	76.3
Fill cell	471	2960
Sequential cell	32	961
Clock inverter	1	3.75
Multi-Input combinational cell	64	563
Timing Repair Buffer	40	418
Tap cell	70	87.6
## routing by layer
metal / global-route usage, % / vias to the layer above
met4: 2.73 / 0
met1: 12.4 / 469
li1: - / 470
met2: 22.8 / 60
met5: 0 / -
met3: 10.7 / 2
## tightest hold or removal path: stages
cell             delay, ps
clkdlybuf4s50_1        400
nand2_1                120
nor2_1                  50
## stage by stage
step           utilization, %  std cells  setup WS (ps)  hold slack [ps]
2_1_floorplan               -        105            992              823
4_1_cts                  41.6        215           67.9             1020
3_5_place_dp             40.1        207           81.7             1310
5_1_grt                  41.6        215           36.2             1030
3_3_place_gp             40.1        207           78.7             1300
6_report                 41.6        215           80.7             1030
## how the worst max path moves through the flow
stage,slack (ps),depth (start not counted),to,from
4_1_cts,70,4,rs2_data[2],rs2_addr[0]
5_1_grt,40,4,rs1_data[1],rs1_addr[0]
6_report,80,4,rs2_data[0],rs2_addr[0]
## logic make-up after synthesis
logic type | count (synthesis)
AND/OR/NAND/NOR | 44
flip-flops | 32
buffers and inverters | 9
multiplexers | 16
AND-OR/OR-AND | 4
## report_power, final
part           switching [mW]  internal [mW]
sequential             0.0166          0.569
combinational          0.0646          0.132
clock                   0.145          0.172
## cell usage after synthesis
cell type | n | area (µm²)
edfxtp_1 | 32 | 961
nor2_1 | 32 | 120
mux4_2 | 16 | 360
nand2_1 | 9 | 33.8
buf_2 | 4 | 20.0
o21bai_1 | 4 | 30.0
buf_6 | 2 | 22.5
clkbuf_2 | 2 | 10.0
nand2b_1 | 2 | 12.5
inv_1 | 1 | 3.75
or2_2 | 1 | 6.26
Power figures rest on the tool's default switching activity, not on a simulated workload.
