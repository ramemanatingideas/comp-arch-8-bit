--- flow/run.sh ---
#!/bin/bash
# OpenROAD 26Q1-2900-gdf79404cd8, Yosys 0.63+post, stock flow scripts
make -C /OpenROAD-flow-scripts/flow DESIGN_CONFIG=/design/flow/config.mk WORK_HOME=/design/flow/orfs finish
--- flow/config.mk ---
export PLATFORM = sky130hd
export DESIGN_NAME = data_memory
export DESIGN_NICKNAME = data_memory
export VERILOG_FILES = /design/flow/design.v
export SDC_FILE = /design/flow/constraint.sdc
export NUM_CORES = 4
export LEC_CHECK = 1
export CORE_UTILIZATION = 40
--- flow/constraint.sdc ---
current_design data_memory

set clk_period 15.0
set clk_io_pct 0.2

create_clock -name clk0 -period $clk_period [get_ports {clk}]

set non_clock_inputs [all_inputs -no_clocks]
set_input_delay [expr $clk_period * $clk_io_pct] -clock clk0 $non_clock_inputs
set_output_delay [expr $clk_period * $clk_io_pct] -clock clk0 [all_outputs]
--- flow/design.v ---
`timescale 1ns / 1ps
module data_memory(
  input clk,                  
  input [7:0] data_in,        
  input wr,                   
  input rd,                   
  input [7:0] addr,            
  output reg [7:0] data_out   
);
 reg [7:0] memory [0:255];   
  always @(negedge clk) begin
    if (wr) begin
      memory[addr] <= data_in; 
    end
  end
  always @(addr or rd) begin
    if (rd) begin
      data_out = memory[addr];  
    end
    else begin
      data_out = 8'bzzzzzzzz;       
    end
  end
endmodule
==> changes_impl.md <==
## Flow update

- Crit start category: flip-flop
- Synth Warn #: 2
- Sequential area share after synthesis: 78.5%
- Crit path max fanout: 1
- Top-count cell post-synth: edfxtp_1
- Switching pwr: 3850 uW
- YS chip area: 78300 um2
- Max reg flops: 2048
- Yosys top cell by area: edfxtp_1
- Setup_tns: 0 ns
- Cell area after layout: 97600 um2
- Seq pwr share: 44.2%
- CTS Sinks: 2048
- Top Registers: memory: 2048 flops
- # hold bufs at CTS: 0
- Post-DP HPWL: 107 mm
- Remaining DRCs: 0
- CP arrival: 11.60 ns
- Slew headroom: 31.3%
- Synth async-reset ratio: 0%
- Int Power: 10500 uW
- Flip-flops with a built-in enable: 2048
- Final global-route overflow total: 0
- Via Count: 43400
- P_leak: 0.0383 uW
- Root buffer cell: clkbuf_16
- Largest net degree at the start of global routing: 138
- Synth Flop Type: edfxtp_1
- Die area: 198000 um2
- Final setup violation count: 0
- Share of cells above drive strength 1: 18.1%
- Post CTS Setup Buffer Count: 0
- VDD IR max: 0.000136 V
- Die X: 444 um
- Clock power frac: 52.1%
- Unique cell types: 21
- CP required: 12.00 ns
- Largest register by flop count: memory
- Post-route ant nets: 0
- Post-cts sizing count: 0
- TritonCTS clock tree: done
- Outcome: completed
- Area delta synth->final: 24.7%
- Chip height: 444 um
- Worst setup path class: reg2out
- Final hold violations: 0
- GPL Wtd Cong: 0.860
- Pwr Density: 147 nW/um2
- Ys cells: 3540
- Synthesized cell area: 78300 um2
- H-tree levels: 4
- Filler cells: 15200
- Commonest cells in the netlist: 2048 x edfxtp_1, 512 x mux4_2, 256 x a22oi_1
- Worst hold path type: in2out
- Biggest area cells: edfxtp_1 79%, mux4_2 15%, a22oi_1 2.5%, nor2_1 1.1%, a21oi_1 0.82%
- Worst-path clk slew: 0.03 ns
- Flops after synth: 2048
- Area share, top type: 78.5%
- Comb pwr share: 3.6%
- Synth Instances: 3540
- First-pass GRT wire length: 284 mm
- Row cnt: 162
- Initial antenna violation count: 5
- Routed WL: 191 mm
- RSZ-0062 raised after global routing: no
- TritonCTS buffer count: 210
- Tot GR Track Use: 21.7%
- WL per Instance: 22.2 um
- Iteration-0 DRC Markers: 2446
- Number of max-cap violations: 0
- Slew Limit Fails: 0
- Core area: 195000 um2
- Ports: 27
- Worst setup EP type: output port
- Number of buffers added on ports: 25
- Avg Cell Area, Syn: 22.1 um2
- Clk buf depth: 3
- Vias per cell: 5.04
- Vias in the first global route: 51100
- Placed instance area: 82600 um2
- Init Core Util: 40.2%
- DRT Pass-1 Iters: 5
- Sw Share: 26.7%
- Worst slew pin tran: 1.02 ns
- Tool Warnings: 1046
routing by layer:
layer	track usage (%)	up-vias	wire (um)
li1	-	19600	-
met1	24.2	21200	63400
met2	30.3	2198	93000
met3	17.6	336	28800
met4	10.1	4	6020
met5	1.15	-	48
cell families after synthesis:
| logic type | share of synthesized area [%] |
|---|---|
| compound gates | 3.63 |
| buf+inv | 1.38 |
| flops | 78.5 |
| mux | 14.7 |
| simple gates | 1.74 |
layout by cell type (no fill, tap or decap), drive strengths merged:
master / n
o41ai: 32
nand2: 28
a21oi: 128
diode: 5
nand3: 13
and2: 3
nand2b: 6
or3: 1
inv: 2120
nor2b: 7
a22oi: 256
edfxtp: 2048
buf: 224
nand4: 8
clkinvlp: 50
nor3: 30
bufinv: 41
clkbuf: 211
clkdlybuf4s50: 15
clkinv: 10
nor2: 232
or2: 2
mux4: 512
per-stage QoR:
step	hold WS (ns)	instances	setup WS (ns)	total power, uW	utilization, %
after floorplan	6.32	3540	2.31	7520	-
after global placement	7.76	6171	1.03	7760	42.4
after detailed placement	7.75	6171	1.05	7770	42.4
after CTS	7.75	8601	0.316	14700	50.1
after global routing	7.80	8604	0.149	15300	50.1
final	7.73	8606	0.398	14400	50.1
critical path, stage by stage (launching register included):
cell and delay (ns):
edfxtp_1 0.35, mux4_2 0.47, a22oi_1 0.42, a21oi_1 0.19
o41ai_1 0.85, buf_4 0.28, nand4_1 0.24, clkdlybuf4s50_1 0.50
path summary, 6_finish.rpt:
path | from | endpoint | slack (ns) | cells past startpoint
max | memory[155][6] | data_out[6] | 0.40 | 7
min | addr[7] | data_out[4] | 7.73 | 7
cell type report:
type	count	area [um2]	area share [%]
clock inverter	2220	9760	10.0
sequential	2048	61500	63.0
clock buffer	211	5280	5.41
tap	2624	3280	3.36
inverter	1	3.75	0.00384
antenna	5	12.5	0.0128
timing repair buffer	239	1990	2.04
multi-input combinational	1258	15800	16.2
power by group through the flow:
stage | Sequential (uW) | Combinational, uW | Clock, uW
final | 6360 | 525 | 7500
after CTS | 6360 | 533 | 7760
after global routing | 6350 | 565 | 8420
No activity file was given, so power comes from the tool's default toggle rates.
