<file path="./config.mk">
export PLATFORM = sky130hd
export DESIGN_NAME = alu
export DESIGN_NICKNAME = alu
export VERILOG_FILES = /design/flow/design.v
export SDC_FILE = /design/flow/constraint.sdc
export NUM_CORES = 4
export LEC_CHECK = 1
export CORE_AREA = 10 10 98 98
export DIE_AREA = 0 0 108 108
</file>
<file path="./constraint.sdc">
current_design alu

set clk_period 4.9
set clk_io_pct 0.2

create_clock -name clk0 -period $clk_period

set non_clock_inputs [all_inputs -no_clocks]
set_input_delay [expr $clk_period * $clk_io_pct] -clock clk0 $non_clock_inputs
set_output_delay [expr $clk_period * $clk_io_pct] -clock clk0 [all_outputs]
</file>
<file path="./design.v">
module alu (
    input [7:0] rs_data1,      
    input [7:0] rs_data2,      
    input [1:0] alu_op,        
    input alu_src,             
    output reg [7:0] result    
);
    initial begin
     result = 8'b00000000;
    end 
    parameter ADD = 2'b00;      
    parameter SUB = 2'b01;      
    parameter SLL = 2'b10;      
    parameter AND = 2'b11;      
    always @(*) begin
        if(alu_src) begin
            result = rs_data1 + rs_data2;
        end else begin
            case (alu_op)
                ADD: result = rs_data1 + rs_data2;     
                SUB: result = rs_data1 - rs_data2;     
                SLL: result = rs_data1 << rs_data2;   
                AND: result = rs_data1 & rs_data2;    
                default: result = 8'b0 ; 
            endcase
        end
    end
endmodule
</file>
<file path="./run.sh">
#!/bin/bash
# OpenROAD 26Q1-2900-gdf79404cd8, Yosys 0.63+post, stock flow scripts
make -C /OpenROAD-flow-scripts/flow DESIGN_CONFIG=/design/flow/config.mk WORK_HOME=/design/flow/orfs finish
</file>
==> deck_impl_summary.md <==
Key Metrics from the Run

Run status
  • Status: finished clean

Logic synthesis
  • Synth Area in XOR/XNOR: 3.08%
  • Area leader share: 16.5%
  • Adders+Majority by Area: 20.0%
  • Avg Inst Size Synth: 7.06 um^2
  • Top cells, area: ha_1 (17%), a21oi_1 (7.0%), mux2i_1 (7.0%), nand2_1 (6.3%), inv_1 (4.3%)
  • Top-count cell post-synth: nand2_1
  • Main logic family after synthesis: AND-OR/OR-AND gates
  • Yosys warnings: 1
  • Synth mux share: 9.02%
  • Yosys stat chip area: 0.00114 mm^2
  • Distinct lib cells: 46
  • Cells after Synth: 161
  • Mapped Area: 0.00114 mm^2
  • Simple share: 28.6%
  • Synth area leader: ha_1
  • Synth Seq Share: 0%
  • Synth top cells by count: nand2_1 (19), a21oi_1 (16), ha_1 (15), inv_1 (13)
  • Ao+oa area frac: 31.1%
  • Post-synthesis cell count from yosys: 161

Worst setup path
  • Setup crit start kind: input pin
  • Crit-path most repeated cell: clkdlybuf4s50_1
  • Worst Setup End Kind: output pin
  • Setup CP Type: input pin to output pin
  • Critical Path Fanout Max: 4
  • CP peak stage delay: 540 ps
  • Worst-path cell chain: clkdlybuf4s50_1, ha_1, inv_1, fa_1, o21bai_1, a21oi_1, o31ai_1, mux2i_1, a31oi_1, and2_1, clkdlybuf4s50_1
  • Critical-path top delay cell: clkdlybuf4s50_1
  • Worst Path Arrival: 3590 ps
  • Required time worst endpoint: 3920 ps

Final layout
  • FF+latch area: 0 um^2
  • Share of cells above drive strength 1: 9.09%
  • P&R area growth vs syn: 34.8%
  • # clk buffers: 0
  • # fillers: 841
  • Final Cell Area: 0.00153 mm^2
  • Flip-flops: 0

Global route
  • Largest net degree at the start of global routing: 13
  • Antenna violations before repair: 0
  • GR Overflow Total: 0
  • Vias in the first global route: 1176
  • First-pass GRT wire length: 6140 um
  • Total GRT Usage: 6.25%

Place
  • Port-buffer cells: 27
  • DP Wirelength: 3150 um
  • Setup WS pre-CTS: 316 ps
  • Placement Cell Area: 0.00153 mm^2
  • GPL Wtd Cong: 0.909

STA
  • Final max-slew violation count: 0
  • Fin. Hold Viols: 0
  • Setup Total Neg Slack: 0 ps
  • Final setup fails: 0
  • Worst setup margin: 333 ps
  • Fin crit period: 4570 ps
  • Tcrit/Tclk final: 93.2%
  • Max Freq: 219 MHz
  • Worst Tran Pin Value: 474 ps
  • Max-slew headroom: 68.2%
  • Unrepaired setup endpoints after global routing: no
  • Worst hold slack: 3070 ps

Die
  • Die W: 108 um
  • Die area: 0.0117 mm^2
  • # IOs: 27
  • Std cell rows: 32
  • Die height: 108 um
  • Core Footprint: 0.00765 mm^2
  • Init Core Util: 14.9%

Run
  • Max_cap viols: 0
  • Tool warning count: 39

Routing
  • DRT Wirelength: 3730 um
  • DRT Pass-1 Iters: 4
  • Antenna Cells: 0
  • DR vias: 1284
  • ANT nets after route: 0
  • WL/cell: 12.9 um
  • DR iter-0 viols: 82
  • Via/cell ratio: 4.44
  • # DRC: 0

Hold path
  • Hold Startpoint: rs_data2[0]
  • Endpoint, Worst Hold: result[0]
  • Cells on Worst Hold Path: 4
  • Hold Path Class: input pin to output pin

Clock network
  • Post_cts resized: 0
  • Setup bufs post-CTS: 0
  • CTS Hold Bufs: 0

Power and ir drop
  • Pwr dens: 101 mW/mm^2
  • Peak supply drop: 0.0379 mV
  • P_leak: 0.638 nW
  • Tot Pwr: 0.000155 W
kinds of logic (layout without fill, tap and decap cells):
kind of cell	after synthesis	after routing
AND-OR/OR-AND	52	52
buffers and inverters	20	46
XOR/XNOR	4	4
AND/OR/NAND/NOR	58	58
multiplexers	10	10
adder cells (fa/ha/maj)	17	17
per-stage QoR:
step / instances / util, %
after floorplan: 161 / -
after global placement: 289 / 20.0
after detailed placement: 289 / 20.0
after CTS: 289 / 20.0
after global routing: 289 / 20.0
final: 289 / 20.0
power breakdown:
part	switching (W)	internal, W	total, W
Sequential	0	0	0
Combinational	0.0000751	0.0000799	0.000155
Clock	0	0	0
Total	0.0000751	0.0000799	0.000155
cells in the final DEF, fill, tap and decap left out, types with 2 or more instances in the layout:
| cell type | instances |
|---|---|
| and3_1 | 3 |
| nor2b_1 | 3 |
| o2111ai_1 | 3 |
| a211oi_1 | 3 |
| inv_1 | 13 |
| nand2_1 | 19 |
| o21a_1 | 2 |
| a21oi_1 | 16 |
| fa_1 | 2 |
| o21bai_1 | 4 |
| buf_4 | 5 |
| nand3_1 | 7 |
| a31oi_1 | 5 |
| mux2i_1 | 8 |
| nor2_1 | 8 |
| clkdlybuf4s50_1 | 27 |
| nor3_1 | 4 |
| o22ai_1 | 2 |
| ha_1 | 15 |
| nand2b_1 | 5 |
| o21ai_0 | 4 |
| a21o_1 | 3 |
| mux2_2 | 2 |
| xnor2_1 | 4 |
layout make-up:
| class | instances | area, um^2 | share of cell area (%) |
|---|---|---|---|
| inverter | 14 | 52.6 | 3.43 |
| timing repair buffer | 32 | 308 | 20.1 |
| tap | 102 | 128 | 8.33 |
| multi-input combinational | 141 | 1040 | 68.2 |
critical path, delay by kind of cell:
kind,cells,cell delay [ps]
multiplexers,1,110
buffers and inverters,3,1080
AND-OR/OR-AND,4,660
adder cells (fa/ha/maj),2,630
AND/OR/NAND/NOR,1,140
worst max-delay path by stage:
stage                  startpoint         to  slack, ps  depth (start not counted)
after global routing  rs_data1[0]  result[6]        110                         12
final                 rs_data1[0]  result[6]        330                         11
after CTS             rs_data1[0]  result[6]        300                         11
metal layers:
layer / up-vias / part of all wire, % / GRT usage [%]
met5: - / 0 / 0
met4: 0 / 0 / 0
met3: 0 / 9.6 / 1.39
met2: 51 / 39 / 8.62
met1: 589 / 52 / 10.1
li1: 644 / - / -
No activity file was given, so power comes from the tool's default toggle rates.
